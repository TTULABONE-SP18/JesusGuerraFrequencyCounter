--- design/flow/run.sh ---
#!/bin/bash
# OpenROAD 26Q1-2900-gdf79404cd8, Yosys 0.63+post, stock flow scripts
make -C /OpenROAD-flow-scripts/flow DESIGN_CONFIG=/design/flow/config.mk WORK_HOME=/design/flow/orfs finish
--- design/flow/config.mk ---
export PLATFORM = sky130hd
export DESIGN_NAME = SlowClock
export DESIGN_NICKNAME = SlowClock
export VERILOG_FILES = /design/flow/design.v
export SDC_FILE = /design/flow/constraint.sdc
export NUM_CORES = 4
export LEC_CHECK = 1
export CORE_AREA = 10 10 85 85
export DIE_AREA = 0 0 95 95
--- design/flow/constraint.sdc ---
current_design SlowClock

set clk_period 4.6
set clk_io_pct 0.2

create_clock -name clk0 -period $clk_period [get_ports {CLK}]

set non_clock_inputs [all_inputs -no_clocks]
set_input_delay [expr $clk_period * $clk_io_pct] -clock clk0 $non_clock_inputs
set_output_delay [expr $clk_period * $clk_io_pct] -clock clk0 [all_outputs]
--- design/flow/design.v ---
module SlowClock(
    input CLK,
    input reset,
    output [1:0]countout
);
reg [20:0] refresh_counter; 
always @(posedge CLK)
begin 
 if(reset==1)
  refresh_counter <= 0;
 else
  refresh_counter <= refresh_counter + 1;
end 
assign countout = refresh_counter[20:19];
endmodule
==> changes_impl.md <==
### Implementation results

* Synth Warn # at 1
* Worst EP arrival at 1.10 ns
* Worst hold margin at 0.498 ns
* Logic pwr share at 2.8%
* RSZ-0062 raised after global routing: false
* Area Overhead vs Synth at 14.9%
* Worst Path Buf+Inv at 1
* DRC errors left at 0
* Ys flops at 21
* Ys flop type: dfxtp_1
* Top delay family on crit path: buffers and inverters
* Int Pwr at 247 uW
* Final Cycle Share at 44.0%
* Cell area after synthesis at 941 um^2
* Site Rows at 27
* # Cells Yosys at 107
* Hold Crit Class: reg2reg
* Largest net degree at the start of global routing at 22
* Initial antenna violation count at 0
* First-pass GRT wire length at 2950 um
* Largest area contributor in the netlist: dfxtp_1
* Post-CTS Setup Bufs at 0
* Yosys synthesis chip area at 941 um^2
* Final worst setup slack at 2.58 ns
* Run status: finished clean
* Drt first-iter violations at 58
* Cell Pwr Density at 294 nW/um^2
* Mux cell area share after synthesis at 0%
* Number of flops mapped to enable cells by yosys at 0
* Worst path slowest cell: clkdlybuf4s50_1
* Clock skew at 0.00376 ns
* Largest registers: refresh_counter (21)
* Later-pin clock latency in the skew report at 0.26 ns
* Drt total wl at 1650 um
* Avg WL per Cell at 9.09 um
* Critical path class: reg2out
* Flop pwr share at 59.1%
* Port Buffers at 3
* Post-Synth XOR/XNOR Area at 12.1%
* Clock group share of total power at 38.2%
* Sequential fraction of the synthesis area at 44.7%
* Unique cell types at 22
* NetSw at 70.8 uW
* H-tree levels at 1
* Crit path cell chain: clkdlybuf4s50_1
* Maximum VDD drop at 0.176 mV
* Vias in the first global route at 677
* Via count at 713
* Yosys aoi share at 6.38%
* Die height at 95 um
* Most flops, register: refresh_counter
* DR pass1 iterations at 4
* Final Slew Violations at 0
* Root Driver: clkbuf_8
* Post-Place Cells at 177
* Final Hold Vio Count at 0
* Count leader, synth: dfxtp_1
* FP Util at 17.2%
* Worst-margin pin slew at 0.723 ns
* FMAX at 494 MHz
* Placement Cell Area at 1030 um^2
* Cells after Synth at 107
* Sw Share at 22.3%
* Crit path DRT at 3.68 ns
* Main logic family: simple AND/OR/NAND/NOR gates
* Design Area, Final at 1080 um^2
* Stage-log warning count at 25
* Hold buffers post-CTS at 0
* CP Launch Type: register
* Hpwl dp at 1130 um
* # setup viols final at 0
* Num ports at 4
* Total track usage at 3.84%
* Simple share at 31.9%
* Crit-path max FO at 4
* TritonCTS clock tree: yes
* Gpl congestion at 0.771
* Ys async rst share at 0%
* Cell Count, Final, Fillers Out at 181
* Top cells by count: 21 x dfxtp_1, 15 x nor2_1, 9 x xnor2_1, 8 x nand3_1
* Core ar. at 5470 um^2
* Top area cell types: dfxtp_1 45%, xnor2_1 8.4%, nor2_1 6.0%, nand3_1 4.3%, xor2_1 3.7%
* Mapped Avg Cell Area at 8.79 um^2
* PostCTS Resize Cnt at 0
* Setup TNS Final at 0 ns
* Diode count at 0
* Crit. End Element: primary output
* Worst slew margin at 51.7%
* Pre-CTS setup slack at 2.46 ns
* Vias per cell at 3.94
* Post-DRT Antenna Nets at 0
* Clk sink count at 21
* Worst-path clk slew at 0.08 ns
* Clock Tree Buf Depth at 2
* Top-area cell share at 44.7%
* DIE AREA at 9030 um^2
* Die extent in x at 95 um
* CP max stage delay at 0.48 ns
* Largest register FFs at 21
* Max-capacitance violation count at 0
* Layout cells sized above 1 at 7.34%
* CTS Buf Count at 3
* P_leak at 0.316 nW
* Remaining Overflow, GRT at 0
* Adders+Majority by Area at 1.33%
* Min cycle time layout at 2.02 ns
==> path summary, 6_finish.rpt <==
| kind | start | end | slack [ns] | cells past startpoint |
|---|---|---|---|---|
| worst max-delay path | refresh_counter[19]$_SDFF_PP0_ | countout[0] | 2.58 | 1 |
| worst min-delay path | refresh_counter[20]$_SDFF_PP0_ | refresh_counter[20]$_SDFF_PP0_ | 0.50 | 2 |
| worst max register to register | refresh_counter[0]$_SDFF_PP0_ | refresh_counter[20]$_SDFF_PP0_ | 2.63 | 5 |
| worst min register to register | refresh_counter[20]$_SDFF_PP0_ | refresh_counter[20]$_SDFF_PP0_ | 0.50 | 2 |
==> tightest hold or removal path: stages (launching register included) <==
cell and delay [ns]:
dfxtp_1 0.32, o21ai_0 0.07, a21oi_1 0.06
==> cell type report <==
cell class	count	area (um^2)
fill	611	4390
multi-input combinational	79	487
sequential	21	420
tap	72	90.1
clock buffer	3	41.3
timing repair buffer	3	30.0
inverter	2	7.51
clock inverter	1	5.00
==> metrics by stage <==
| stage | utilization [%] | power (mW) |
|---|---|---|
| 2_1_floorplan | - | 0.197 |
| 5_1_grt | 19.8 | 0.331 |
| 6_report | 19.8 | 0.318 |
| 3_3_place_gp | 18.9 | 0.201 |
| 3_5_place_dp | 18.9 | 0.201 |
| 4_1_cts | 19.8 | 0.322 |
==> placed cells by master, fill, tap and decap left out, types with 4 or more instances in the layout <==
cell     netlist  routed
xnor2_1        9       9
o21ai_0        6       6
nand4_1        5       5
or3_1          4       4
dfxtp_1       21      21
nor4_1         5       5
a21oi_1        6       6
xor2_1         4       4
nand3_1        8       8
nor2_1        15      15
nand2_1        6       6
==> logic make-up (layout without fill, tap and decap cells) <==
kind of cell	Yosys count	in the layout
xor gates and xnor gates	13	13
and+or+nand+nor	53	53
DFF	21	21
buffers and inverters	7	9
adders and majority gates	1	1
AOI/OAI and AO/OA	12	12
==> power groups by stage <==
stage	Clock, mW	Sequential (mW)	Combinational (mW)
finish	0.121	0.188	0.00878
CTS	0.125	0.188	0.00887
global route	0.133	0.188	0.0100
==> routing by layer <==
layer  up-vias  track usage (%)  share of wire (%)
met5         -                0                  0
met4         0            0.623                1.8
met3         2             1.44                4.9
met2         7             5.66                 40
met1       323             5.35                 53
li1        381                -                  -
Power is estimated from default activity; no workload was simulated.
