**/design/flow/design.v**
```verilog
`timescale 1ns / 1ps
module BinaryToBCD(
     input  [11:0] bnum,
     output reg [15:0] BCD
);
reg [3:0] thousands;
reg [3:0] hundreds;
reg [3:0] tens;
reg [3:0] ones;
reg [27:0] shift;
integer i;
     always @(bnum)
     begin
          thousands = 4'b0;
          hundreds = 4'b0;
          tens = 4'b0;
          ones = 4'b0;
          shift = 0;
          shift[11:0] = bnum;
          for (i = 0; i < 12; i = i + 1)
          begin
               if (shift[15:12] >= 5)
                    shift[15:12] = shift[15:12] + 3;
               if (shift[19:16] >= 5)
                    shift[19:16] = shift[19:16] + 3;
               if (shift[23:20] >= 5)
                    shift[23:20] = shift[23:20] + 3;
               if (shift[27:24] >= 5)
                    shift[27:24] = shift[27:24] + 3;
               shift = shift << 1;
          end
          thousands = shift[27:24];
          hundreds  = shift[23:20];
          tens      = shift[19:16];
          ones      = shift[15:12];
          BCD = {thousands,hundreds,tens,ones};
     end
endmodule
```
**/design/flow/constraint.sdc**
```tcl
current_design BinaryToBCD

set clk_period 12.5
set clk_io_pct 0.2

create_clock -name clk0 -period $clk_period

set non_clock_inputs [all_inputs -no_clocks]
set_input_delay [expr $clk_period * $clk_io_pct] -clock clk0 $non_clock_inputs
set_output_delay [expr $clk_period * $clk_io_pct] -clock clk0 [all_outputs]
```
**/design/flow/run.sh**
```bash
#!/bin/bash
# OpenROAD 26Q1-2900-gdf79404cd8, Yosys 0.63+post, stock flow scripts
make -C /OpenROAD-flow-scripts/flow DESIGN_CONFIG=/design/flow/config.mk WORK_HOME=/design/flow/orfs finish
```
**/design/flow/config.mk**
```make
export PLATFORM = sky130hd
export DESIGN_NAME = BinaryToBCD
export DESIGN_NICKNAME = BinaryToBCD
export VERILOG_FILES = /design/flow/design.v
export SDC_FILE = /design/flow/constraint.sdc
export NUM_CORES = 4
export LEC_CHECK = 1
export CORE_AREA = 10 10 82 82
export DIE_AREA = 0 0 92 92
```
==> metrics.yaml <==
final_layout:
  layout_top_cells: "buf_4, nand2_1, nor2_1"
  drive_gt1_share_pct: 35.2
  final_common_cell: "buf_4"
  n_clock_buffer: 0
  fin_cells: 621
  area_growth_pct: 45.3
  n_fill_cell: 278
  finish.instance_area_mm2: 0.00426
  utilization_pct: 83.9
  seqCellArea_um2: 0
  seq_cells: 0
min_path:
  hold_class: "primary input to output pin"
critical_path:
  critPathLaunchType: "primary input"
  cp-end-kind: "output pin"
  crit_start: "bnum[10]"
  critPathRequiredTime_ns: 10.00
  critPathKind: "primary input to output pin"
  cp_data_arrival_time_ns: 10.11
  critPathCapture: "BCD[9]"
  slowest_stage: "clkdlybuf4s50_1"
  cp_max_fo: 5
  cpPeakStageDelay_ns: 0.50
place:
  dpl.hpwl_um: 6340
  dp_slack_ns: -0.349
  gp_congestion: 1.01
  dp_cells: 604
  portBuffers: 25
  place_area_mm2: 0.00383
route:
  dr.pass1.iters: 4
  post_drt_wl_per_cell_um: 17.8
  viasPerCell: 6.51
  wl_um: 11000
  vias: 4044
  drc: 0
  insertedDiodeCount: 0
  ant_nets: 0
  drt_iter0_markers: 332
timing:
  rsz0062_at_grt: "yes"
  finalClockPeriodUsage_pct: 101
  slew_viol_final: 0
  worstMarginPinSlew_ns: 0.740
  final_critical_path_setup_slack_ns: -0.106
  fmax_mhz: 79.3
  relSlewSlack_pct: 50.5
  setup_viol: 2
  period_minus_slack_ns: 12.61
  hold_viol_final: 0
synth:
  syn_area_per_cell_um2: 6.67
  postSynthSeqShare_pct: 0
  yosysWarnings: 1
  syn_area_mm2: 0.00293
  top_area_share_pct: 7.26
  ys_area_mm2: 0.00293
  synthDistinctLibCells: 95
  synthCells: 439
  yosysCellCount: 439
  area_leaders: "ha_1, nand2_1, a21oi_1"
  top_area_cell: "ha_1"
outcome:
  status: "finished with violations"
  failed_checks: "setup timing"
power_and_ir_drop:
  power_density_mw_per_mm2: 302
  p_leak_nw: 1.84
  ir_drop_v: 0.000621
global_routing:
  grt_max_degree: 21
  grt_overflow: 0
  grt_pass1_vias: 3376
  grt_use_total_pct: 20.3
  antenna_found_initial: 0
  grt_pass1_wl_um: 15400
floorplanning:
  fp_util_pct: 57.7
  die_area_mm2: 0.00846
  die_h_um: 92
  rows: 26
  design.portCount: 28
  fp.dieW_um: 92
  core-area_mm2: 0.00507
cts:
  ctsHoldBuffers: 0
job:
  warning_count: 40
  drv_cap: 0
logic make-up (layout without fill, tap and decap cells):
kind of cell               count (synthesis)  in the layout  share of synthesized area, %
muxes                                     11             11                          4.27
other                                      1              1                         0.128
adders and majority gates                 19             19                          7.95
AOI/OAI and AO/OA                        171            171                          44.0
xor gates and xnor gates                  14             14                          4.96
buffers and inverters                     51            163                          7.73
and+or+nand+nor                          172            172                          31.0
synth_stat cells (7+ instances only):
cell       n
o31ai_1    9
a211oi_1  12
a21o_1     7
nand2_1   41
o211ai_1   9
nor3_1    19
xnor2_1    8
inv_1     25
or3_1      7
o21ai_0   20
nor2_1    37
nand3_1   18
a21oi_1   30
clkbuf_1  10
ha_1      17
nand2b_1   7
layout make-up:
| cell class | count | area, µm² | share of cell area, % |
|---|---|---|---|
| well taps | 70 | 87.6 | 2.06 |
| inverters | 31 | 116 | 2.73 |
| repair buffers | 132 | 1070 | 25.2 |
| multi-input cells | 388 | 2980 | 70.0 |
worst max-delay path, delay by kind of cell:
family / cells / cell delay [ns]
AND-OR/OR-AND: 11 / 1.97
buffers and inverters: 13 / 1.74
adder cells (fa/ha/maj): 9 / 1.53
multiplexers: 1 / 0.09
AND/OR/NAND/NOR: 13 / 1.92
XOR/XNOR: 2 / 0.34
through the flow:
stage	hold WS, ns	setup TNS [ns]	power, W
final	5.00	-0.145	0.00128
after global routing	5.00	-1.30	0.00140
after CTS	5.00	0	0.00115
after detailed placement	5.00	-1.09	0.00110
after global placement	5.00	-0.253	0.00109
after floorplan	5.07	0	0.000654
worst min path at each step:
stage                 slack, ns  cells after the start     end    start
after CTS                  5.00                      0  BCD[0]  bnum[0]
after global routing       5.00                      0  BCD[0]  bnum[0]
final                      5.00                      0  BCD[0]  bnum[0]
report_power, final:
group	internal [W]	total, W	leakage, nW	switching (W)
Combinational	0.000681	0.00128	1.84	0.000602
Sequential	0	0	0	0
Clock	0	0	0	0
repair_timing:
action / 4_1_cts / 5_1_grt
setup endpoints to repair: 4 / 9
resized: 39 / 34
pin swaps: 21 / 19
buffers inserted: 9 / 8
layer usage:
metal	GRT usage (%)	up-vias	wire [µm]
li1	-	1938	-
met1	30.0	1852	4870
met2	33.4	231	4810
met3	1.24	23	1170
met4	0.900	0	177
met5	0	-	0
Power and IR drop assume default switching activity.
