===== ./design.v =====
`timescale 1 ns / 1 ps  
module freq_counter(
	input CLK,
	input IN,
	output reg [11:0] freq = 12'b0);
	reg[31:0] count = 32'b0;
	reg [11:0] edge_count = 12'b0;
	reg last = 0;
	 localparam max = 'd100000000;          
	always @(posedge CLK) begin
		last <= IN;
	end
	always @ (posedge CLK)
	begin
		case (1)
			count < max: begin
				count <= count + 1;
				if(~last & IN)
					edge_count <= edge_count + 1;
				end
			default: begin
				freq <= edge_count;
				edge_count <= 0;
				count <= 0;
			end
		endcase
	end
endmodule

===== ./run.sh =====
#!/bin/bash
# OpenROAD 26Q1-2900-gdf79404cd8, Yosys 0.63+post, stock flow scripts
make -C /OpenROAD-flow-scripts/flow DESIGN_CONFIG=/design/flow/config.mk WORK_HOME=/design/flow/orfs finish

===== ./config.mk =====
export PLATFORM = sky130hd
export DESIGN_NAME = freq_counter
export DESIGN_NICKNAME = freq_counter
export VERILOG_FILES = /design/flow/design.v
export SDC_FILE = /design/flow/constraint.sdc
export NUM_CORES = 4
export LEC_CHECK = 1
export CORE_UTILIZATION = 40

===== ./constraint.sdc =====
current_design freq_counter

set clk_period 3.5
set clk_io_pct 0.2

create_clock -name clk0 -period $clk_period [get_ports {CLK}]

set non_clock_inputs [all_inputs -no_clocks]
set_input_delay [expr $clk_period * $clk_io_pct] -clock clk0 $non_clock_inputs
set_output_delay [expr $clk_period * $clk_io_pct] -clock clk0 [all_outputs]

==> results_tabular.tex <==
% Table of physical implementation metrics
\begin{tabular}{lr}
\hline
Metric & Value \\
\hline
\multicolumn{2}{l}{\textbf{Yosys}} \\
\quad Flops \& latches, synth & 57 \\
\quad Top post-synthesis cells by area & sky130\_fd\_sc\_hd\_\_dfxtp\_1, sky130\_fd\_sc\_hd\_\_edfxtp\_1, sky130\_fd\_sc\_hd\_\_nor3\_2 \\
\quad Syn\_area\_per\_cell & 11.09 um\^{}2 \\
\quad Share of Yosys cell area claimed by the top area cell type & 35.00\% \\
\quad Cell variety after synth & 44 \\
\quad Post-synth EDFFs & 12 \\
\quad Number of instances in the synthesized netlist & 232 \\
\quad Chip area line of the yosys report & 2574 um\^{}2 \\
\quad Sequential-to-total area share from yosys stat & 49.00\% \\
\quad Cell taking the most area after synthesis & sky130\_fd\_sc\_hd\_\_dfxtp\_1 \\
\quad Mapped Area & 2574 um\^{}2 \\
\quad Leading register cell type out of synthesis & sky130\_fd\_sc\_hd\_\_dfxtp\_1 \\
\quad Number of synthesis warnings & 1 \\
\quad Cell count listed in synth\_stat.txt & 232 \\
\quad Async SR Flop Fraction & 0\% \\
\multicolumn{2}{l}{\textbf{Finish}} \\
\quad Area grow syn2layout & 15.80\% \\
\quad Dominant logic cell types in the final layout & sky130\_fd\_sc\_hd\_\_dfxtp\_1, sky130\_fd\_sc\_hd\_\_nor3\_2, sky130\_fd\_sc\_hd\_\_nand3\_1, sky130\_fd\_sc\_hd\_\_nand2\_1, sky130\_fd\_sc\_hd\_\_clkdlybuf4s50\_1 \\
\quad Post-route design area & 2980 um\^{}2 \\
\quad Most numerous logic cell after layout & sky130\_fd\_sc\_hd\_\_dfxtp\_1 \\
\quad Final Instance Count excl. Fillers & 333 \\
\quad Fraction of final layout cells with drive strength greater than 1 & 24.81\% \\
\multicolumn{2}{l}{\textbf{STA}} \\
\quad Total Negative Setup Slacks & 0 ns \\
\quad Shortest clock period the worst path allows after layout & 2.038 ns \\
\quad Total count of hold-check failures in the final report & 0 \\
\quad Worst-case clock skew & 0.008194 ns \\
\quad Period utilisation layout & 58.23\% \\
\quad Highest achievable clock rate & 490.7 MHz \\
\quad Final setup fails & 0 \\
\quad Max transition margin & 58.64\% \\
\quad Setup slack after layout & 1.462 ns \\
\quad Unrepaired setup endpoints after global routing & no \\
\quad Transition time at the pin with the least slew margin & 0.6204 ns \\
\quad Max Slew Vio Count & 0 \\
\multicolumn{2}{l}{\textbf{Clock network}} \\
\quad Insertion delay at the late pin of the worst-skew pair & 0.34 ns \\
\quad CTS root buf & sky130\_fd\_sc\_hd\_\_clkbuf\_8 \\
\quad H-tree depth & 3 \\
\quad Clock Path Buffers & 2 \\
\quad Post-cts resize count & 0 \\
\quad Number of buffers added for setup after CTS & 0 \\
\quad Clock-pin slew reported for the worst setup and hold paths after clock tree synthesis & 0.07 ns \\
\quad Clock tree from TritonCTS & done \\
\quad Number of buffers added to fix hold violations after cts & 0 \\
\quad CTS Sinks & 57 \\
\quad Total clock buffers created by CTS & 9 \\
\multicolumn{2}{l}{\textbf{Job}} \\
\quad Tool warnings & 25 \\
\quad Max cap viols & 0 \\
\multicolumn{2}{l}{\textbf{Drt}} \\
\quad DR iter-0 viols & 57 \\
\quad Number of inserted diodes & 0 \\
\quad Detail-routed net length per standard cell & 12.82 um \\
\quad Total Wirelength & 4.270 mm \\
\quad Post-DRT Antenna Nets & 0 \\
\quad Via Count & 1,728 \\
\quad Vias/cell & 5.189 \\
\quad DRC violation count after routing & 0 \\
\quad Count of TritonRoute iterations in the first routing pass & 4 \\
\multicolumn{2}{l}{\textbf{Place}} \\
\quad Dpl cell area & 2793 um\^{}2 \\
\quad Minimum setup slack after placement & 1.181 ns \\
\quad RD Place Congestion & 0.7899 \\
\quad Detailed Place HPWL & 2.673 mm \\
\quad Port-buffer cells & 13 \\
\quad Number of placed instances with taps included & 317 \\
\multicolumn{2}{l}{\textbf{Floorplan}} \\
\quad Pre-placement core utilization & 42.46\% \\
\quad Number of core rows & 28 \\
\quad Top-level I/O count & 14 \\
\quad Die Y-Extent & 82.22 um \\
\quad Floorplan core area & 6061 um\^{}2 \\
\quad Die outline area & 6759 um\^{}2 \\
\quad Chip width & 82.22 um \\
\multicolumn{2}{l}{\textbf{GRT}} \\
\quad First-pass GRT wire length & 7.555 mm \\
\quad Overall fraction of global-route tracks in use & 14.79\% \\
\quad GRT Residual Overflow & 0 \\
\quad Via count of the first global-routing pass & 1,668 \\
\quad Initial antenna violation count & 0 \\
\quad Pin count of the biggest net entering global routing & 40 \\
\multicolumn{2}{l}{\textbf{Run status}} \\
\quad Outcome & complete, no violations \\
\multicolumn{2}{l}{\textbf{Pwr}} \\
\quad Power after layout & 1.275 mW \\
\quad VDD IR-drop max & 0.2225 mV \\
\quad Power Dens Cells & 427.8 nW/um\^{}2 \\
\quad Cell leakage power & 0.8881 nW \\
\multicolumn{2}{l}{\textbf{Critical path}} \\
\quad Biggest fanout along the worst timing path & 12 \\
\quad Worst Path Class, Setup & flop to flop \\
\quad Element type at the critical path end & flop \\
\quad WP data arrival & 2.05 ns \\
\quad Worst path required time & 3.51 ns \\
\quad Kind of start point of the critical path & flop \\
\multicolumn{2}{l}{\textbf{Worst hold path}} \\
\quad Hold/Removal Path Class & flop to flop \\
\hline
\end{tabular}
[metrics by stage]
stage	utilization [%]	hold WS (ns)
floorplan	-	0.4082
global placement	46.08	0.4425
detailed placement	46.08	0.4354
CTS	49.17	0.4496
global route	49.17	0.4600
finish	49.17	0.4505
[final timing paths]
path                                     start  endpoint  slack (ns)  cells past startpoint
worst max-delay path                 count[11]   freq[7]        1.46                      4
worst min-delay path            edge_count[11]  freq[11]        0.45                      0
worst max register to register       count[11]   freq[7]        1.46                      4
worst min register to register  edge_count[11]  freq[11]        0.45                      0
[metal layers]
metal  vias up  global-route usage [%]  part of all wire [%]
li1        904                       -                     -
met1       791                   20.94                    49
met2        28                   23.31                    45
met3         5                   4.682                   4.7
met4         0                   1.754                   1.3
met5         -                       0                     0
[power breakdown]
part           switching (mW)  total [mW]  internal [mW]
Clock                   0.261       0.585          0.324
Sequential            0.00194       0.677          0.675
Combinational         0.00680      0.0135        0.00666
Total                   0.269        1.28           1.01
[flip-flops by register name (all words and copies together) (netlist names)]
register / count
freq: 12
edge_count: 12
count: 32
last: 1
[layout make-up]
cell class / instances / area, um^2
Fill cell: 564 / 3080
Multi-Input combinational cell: 165 / 1274
Sequential cell: 57 / 1261
Timing Repair Buffer: 15 / 145.1
Clock buffer: 10 / 127.6
Tap cell: 75 / 93.84
Clock inverter: 6 / 60.06
Inverter: 5 / 18.77
[Yosys cell counts (2+ instances only)]
cell	count
sky130_fd_sc_hd__buf_2	3
sky130_fd_sc_hd__or4_1	8
sky130_fd_sc_hd__ha_1	2
sky130_fd_sc_hd__clkbuf_1	4
sky130_fd_sc_hd__nand2_2	2
sky130_fd_sc_hd__or3_1	7
sky130_fd_sc_hd__and3_1	2
sky130_fd_sc_hd__and4_1	3
sky130_fd_sc_hd__inv_1	5
sky130_fd_sc_hd__xor2_1	11
sky130_fd_sc_hd__nor3_1	4
sky130_fd_sc_hd__dfxtp_1	45
sky130_fd_sc_hd__nor4_1	3
sky130_fd_sc_hd__nor2_1	4
sky130_fd_sc_hd__a211oi_1	4
sky130_fd_sc_hd__o21ai_0	8
sky130_fd_sc_hd__nand4_1	7
sky130_fd_sc_hd__nand4_4	2
sky130_fd_sc_hd__buf_4	2
sky130_fd_sc_hd__nand2_1	14
sky130_fd_sc_hd__xnor2_1	10
sky130_fd_sc_hd__edfxtp_1	12
sky130_fd_sc_hd__nor3_2	22
sky130_fd_sc_hd__nand3_1	13
sky130_fd_sc_hd__o31ai_1	5
sky130_fd_sc_hd__a211oi_2	12
[worst max-delay path: stages (launching register included)]
cell                       delay (ns)
sky130_fd_sc_hd__dfxtp_1         0.34
sky130_fd_sc_hd__or4_1           0.54
sky130_fd_sc_hd__o211ai_1        0.29
sky130_fd_sc_hd__a211oi_4        0.11
sky130_fd_sc_hd__or2_1           0.44
[cell families (layout without fill, tap and decap cells)]
kind of cell    count (synthesis)  count (layout)  share of synthesized area (%)
compound gates                 32              32                          10.84
xor+xnor                       21              21                          7.146
fa+ha+maj                       2               2                         0.9721
buf+inv                        14              36                          2.479
flops                          57              57                          49.00
mux                             1               1                         0.3889
other cells                     1               5                         0.1457
simple gates                  104             104                          29.02
Power figures rest on the tool's default switching activity, not on a simulated workload.
